--- /design/flow/run.sh ---
#!/bin/bash
# OpenROAD 26Q1-2900-gdf79404cd8, Yosys 0.63+post, stock flow scripts
make -C /OpenROAD-flow-scripts/flow DESIGN_CONFIG=/design/flow/config.mk WORK_HOME=/design/flow/orfs finish
--- /design/flow/config.mk ---
export PLATFORM = sky130hd
export DESIGN_NAME = top_module
export DESIGN_NICKNAME = top_module
export VERILOG_FILES = /design/flow/design.v
export SDC_FILE = /design/flow/constraint.sdc
export NUM_CORES = 4
export LEC_CHECK = 1
export CORE_UTILIZATION = 40
--- /design/flow/constraint.sdc ---
current_design top_module

set clk_period 1.3
set clk_io_pct 0.2

create_clock -name clk0 -period $clk_period [get_ports {clk}]

set non_clock_inputs [all_inputs -no_clocks]
set_input_delay [expr $clk_period * $clk_io_pct] -clock clk0 $non_clock_inputs
set_output_delay [expr $clk_period * $clk_io_pct] -clock clk0 [all_outputs]
--- /design/flow/design.v ---
module ultrasonic_sensor(
    input clk,
    input reset,
    input echo,
    output reg trig,
    output reg [7:0] distance_cm,
    output reg transmit_ready
);
    reg [19:0] counter = 0;
    reg [21:0] echo_counter = 0;  
    reg [3:0] state = 0;
    localparam IDLE      = 0;
    localparam TRIG_HIGH = 1;
    localparam WAIT_ECHO = 2;
    localparam COUNT_ECHO = 3;
    localparam DONE      = 4;
    always @(posedge clk or posedge reset) begin
        if (reset) begin
            counter <= 0;
            echo_counter <= 0;
            trig <= 0;
            distance_cm <= 0;
            state <= IDLE;
            transmit_ready <= 0;
        end else begin
            case (state)
                IDLE: begin
                    trig <= 0;
                    transmit_ready <= 0;
                    counter <= counter + 1;
                    if (counter == 20'd500000) begin   
                        counter <= 0;
                        state <= TRIG_HIGH;
                    end
                end
                TRIG_HIGH: begin
                    trig <= 1;
                    counter <= counter + 1;
                    if (counter == 20'd500) begin     
                        trig <= 0;
                        counter <= 0;
                        state <= WAIT_ECHO;
                    end
                end
                WAIT_ECHO: begin
                    if (echo == 1) begin
                        echo_counter <= 0;
                        state <= COUNT_ECHO;
                    end
                end
                COUNT_ECHO: begin
                    if (echo == 1) begin
                        echo_counter <= echo_counter + 1;
                    end else begin
                        state <= DONE;
                    end
                end
					DONE: begin
						 distance_cm <= (echo_counter * 22000) >> 26;
						 transmit_ready <= 1;
						 state <= IDLE;
					end
                default: state <= IDLE;
            endcase
        end
    end
endmodule
module uart_rx #(
    parameter CLK_FREQ = 50000000,
    parameter BAUD_RATE = 9600
)(
    input clk,
    input reset,
    input rx_in,
    output reg [7:0] data_out,
    output reg data_ready
);
    localparam integer BAUD_TICK_COUNT = CLK_FREQ / BAUD_RATE;
    localparam integer HALF_BAUD_TICK = BAUD_TICK_COUNT / 2;
    reg [15:0] baud_counter = 0;
    reg [3:0] bit_index = 0;
    reg rx_sync_0 = 1, rx_sync_1 = 1;
    reg rx_sampled = 1;
    reg receiving = 0;
    reg [7:0] data_buffer = 0;
    always @(posedge clk) begin
        rx_sync_0 <= rx_in;
        rx_sync_1 <= rx_sync_0;
    end
    always @(posedge clk or posedge reset) begin
        if (reset) begin
            baud_counter <= 0;
            bit_index <= 0;
            receiving <= 0;
            data_ready <= 0;
            data_out <= 0;
        end else begin
            data_ready <= 0;   
            if (!receiving) begin
                if (rx_sync_1 == 0) begin
                    receiving <= 1;
                    baud_counter <= HALF_BAUD_TICK;   
                    bit_index <= 0;
                end
            end else begin
                if (baud_counter == BAUD_TICK_COUNT - 1) begin
                    baud_counter <= 0;
                    if (bit_index == 0) begin
                        if (rx_sync_1 == 0) begin
                            bit_index <= bit_index + 1;
                        end else begin
                            receiving <= 0;
                        end
                    end else if (bit_index >= 1 && bit_index <= 8) begin
                        data_buffer[bit_index - 1] <= rx_sync_1;
                        bit_index <= bit_index + 1;
                    end else if (bit_index == 9) begin
                        if (rx_sync_1 == 1) begin
                            data_out <= data_buffer;
                            data_ready <= 1;
                        end
                        receiving <= 0;
                    end
                end else begin
                    baud_counter <= baud_counter + 1;
                end
            end
        end
    end
endmodule
module uart_tx #(
    parameter CLK_FREQ = 50000000,  
    parameter BAUD_RATE = 9600
)(
    input clk,
    input reset,
    input [7:0] data_in,
    input data_valid,
    output reg tx_out,
    output reg tx_done
);
    localparam integer BAUD_TICK_COUNT = CLK_FREQ / BAUD_RATE;
    reg [15:0] baud_rate_counter = 0;
    reg [3:0] state = 0;
    reg [7:0] data_buffer = 0;
    reg [2:0] bit_index = 0;
    localparam IDLE = 0;
    localparam START_BIT = 1;
    localparam DATA_BITS = 2;
    localparam STOP_BIT = 3;
    always @(posedge clk or posedge reset) begin
        if (reset) begin
            baud_rate_counter <= 0;
            state <= IDLE;
            tx_out <= 1;  
            tx_done <= 0;
            data_buffer <= 0;
            bit_index <= 0;
        end else begin
            case (state)
                IDLE: begin
                    tx_done <= 0;
                    baud_rate_counter <= 0;
                    if (data_valid) begin
                        data_buffer <= data_in;
                        state <= START_BIT;
                    end
                end
                START_BIT: begin
                    if (baud_rate_counter == BAUD_TICK_COUNT - 1) begin
                        baud_rate_counter <= 0;
                        tx_out <= 0;  
                        state <= DATA_BITS;
                        bit_index <= 0;
                    end else begin
                        baud_rate_counter <= baud_rate_counter + 1;
                    end
                end
                DATA_BITS: begin
                    if (baud_rate_counter == BAUD_TICK_COUNT - 1) begin
                        baud_rate_counter <= 0;
                        tx_out <= data_buffer[bit_index];
                        if (bit_index == 7) begin
                            state <= STOP_BIT;
                        end else begin
                            bit_index <= bit_index + 1;
                        end
                    end else begin
                        baud_rate_counter <= baud_rate_counter + 1;
                    end
                end
                STOP_BIT: begin
                    if (baud_rate_counter == BAUD_TICK_COUNT - 1) begin
                        baud_rate_counter <= 0;
                        tx_out <= 1;  
                        state <= IDLE;
                        tx_done <= 1;
                    end else begin
                        baud_rate_counter <= baud_rate_counter + 1;
                    end
                end
            endcase
        end
    end
endmodule
  module top_module(
    input clk,
    input reset,
    input echo,
    input RS232_DTE_RXD,   
    output trig,
    output RS232_DTE_TXD,
    output [7:0] led,
	 output lcd_rs,
output lcd_e,
output [3:0] lcd_data
);
    wire [7:0] raw_distance;
	 reg [7:0] filtered_distance;
    wire transmit_ready;
    wire [7:0] rx_data;
    wire rx_data_ready;
    reg measure_enable = 1;   
    uart_rx #(
        .CLK_FREQ(50000000),
        .BAUD_RATE(9600)
    ) uart_rx_inst (
        .clk(clk),
        .reset(reset),
        .rx_in(RS232_DTE_RXD),
        .data_out(rx_data),
        .data_ready(rx_data_ready)
    );
    reg usensor_reset;
    always @(posedge clk or posedge reset) begin
        if (reset) 
            usensor_reset <= 1;
        else
            usensor_reset <= ~measure_enable;
    end
    ultrasonic_sensor usensor(
        .clk(clk),
        .reset(usensor_reset),
        .echo(echo),
        .trig(trig),
        .distance_cm(raw_distance),
        .transmit_ready(transmit_ready)
    );
    uart_tx #(
        .CLK_FREQ(50000000),
        .BAUD_RATE(9600)
    ) uart_tx_inst (
        .clk(clk),
        .reset(reset),
        .data_in(filtered_distance),  
        .data_valid(transmit_ready),
        .tx_out(RS232_DTE_TXD),
        .tx_done()
    );
 always @(posedge clk or posedge reset) begin
    if (reset) begin
        measure_enable <= 1;
    end else if (rx_data_ready) begin
        if (rx_data == 8'h44)  
            measure_enable <= 0;
        else if (rx_data == 8'h45)  
            measure_enable <= 1;
    end
end
    reg [1:0] dist_index;
    reg [7:0] dist_buffer [0:3];
    reg [9:0] avg_distance;  
    always @(posedge clk or posedge reset) begin
        if (reset) begin
            dist_index <= 0;
            dist_buffer[0] <= 0;
            dist_buffer[1] <= 0;
            dist_buffer[2] <= 0;
            dist_buffer[3] <= 0;
            filtered_distance <= 0;
        end else if (transmit_ready) begin
            dist_buffer[dist_index] <= raw_distance;
            dist_index <= dist_index + 1;
            if (dist_index == 2'd3) begin
                avg_distance <= (dist_buffer[0] + dist_buffer[1] + dist_buffer[2] + dist_buffer[3]) >> 2;
                filtered_distance <= avg_distance[7:0];
            end
        end
    end
assign led = filtered_distance;
endmodule
==> reports/qor.yml <==
power:
  ir_worst_vdd_uv: 2570
  leakage_nw: 9.044
  power.total_mw: 40.24
  power_density_nw_per_um2: 2179
sta:
  setup_viol: 130
  rsz0062_at_grt: "true"
  slew_violations: 0
  hold_viol: 0
  fin_crit_ns: 4.469
  skew_ns: 0.01116
  tns_ns: -103.31
  setup_ws_ns: -3.169
  hold-worst-slack_ns: 0.2349
  finalClockPeriodUsage: 3.438
  fmax_mhz: 223.8
yosys:
  ys_ff: 161
  syn_area_um2: 12780
  edf_count: 14
  postSynthSeqShare: 0.3203
  ys_cells: 1187
  ff_type: "dfrtp_1"
  syn_avg_cell_area_um2: 10.76
  synth_cells: 1187
  async_flop_share: 0.9006
  yosysWarnings: 11
  yosys_area_um2: 12780
  yosysUniqueCellTypes: 79
critical_path:
  worstSetupPathType: "reg -> reg"
  crit-reg2reg-launch: "usensor.echo_counter[6]"
  cp_num_buf_inv: 5
  cp-end-kind: "flop"
  crit_chain: "buf_6, buf_6, ha_4, inv_2, fa_1, inv_2, fa_1, fa_1, fa_1, ha_4, nand3_4, a211oi_2, nand4_1, o211ai_1, buf_4, a31oi_4, a211o_1"
  critPathSlowestCell: "fa_1"
  crit_family: "adder cells"
  critical_path.max_stage_delay_ns: 0.52
  cp_max_fo: 5
  cp-startpoint: "usensor.echo_counter[6]"
  startpoint_type: "flop"
  arrival_ns: 4.81
  critPathRequiredTime_ns: 1.64
  crit_top_cell: "fa_1"
clock_network:
  clock_path_buffers: 2
  cts_tree: "built"
  ctsRootBufferMaster: "clkbuf_16"
  cts_sinks: 161
  clock_latency_ns: 0.45
  cts_buffers: 17
  clk_pin_slew_ns: 0.07
  cts_max_level: 4
placement:
  portBuffers: 11
  place_area_um2: 16030
  gp_congestion: 0.8552
  dp.cells: 1843
  dp_hpwl_mm: 20.98
final_layout:
  area_growth_pct: 44.50
  design_area_um2: 18460
  fill_cells: 2348
  lay_top_count: "buf_4"
  lay_top_cells: "buf_4 (273), inv_1 (125), fa_1 (121)"
  logic_area_um2: 9485
  fin_cells: 1956
  flop_area_um2: 4124
  layout-drive-gt1-share: 0.4395
run_status:
  status: "finished, violations left"
  violations: "setup timing"
floorplanning:
  die_x_um: 180.7
  rows: 65
  core_area_um2: 31470
  dieArea_um2: 32660
  die_h_um: 180.7
  io_pins: 20
  fp-utilization: 0.4060
drt:
  wirelength_mm: 29.08
  vias: 9697
  drt.antenna.violating_nets: 0
  viasPerCell: 4.958
  dr.pass1.iters: 4
  n_antenna_cell: 0
  drc: 0
  wl_per_cell_um: 14.87
  dr.first_iter.drc_count: 332
global_routing:
  grt_use_total: 0.1897
  grt_overflow: 0
  grt_pass1_wl_mm: 48.76
  antenna_found_initial: 0
  grt_max_degree: 33
  grt_pass1_vias: 10160
run:
  warnings: 60
  cap_violations: 0
hold_path:
  hold_path.class: "reg -> async"
[Yosys cell counts, types with 12 or more instances]
| cell type | count | area share |
|---|---|---|
| nor2_1 | 74 | 0.022 |
| a21oi_1 | 41 | 0.016 |
| fa_1 | 124 | 0.19 |
| xnor2_1 | 38 | 0.026 |
| xor2_1 | 14 | 0.0096 |
| and3_1 | 13 | 0.0064 |
| clkbuf_1 | 22 | 0.0065 |
| mux2_2 | 46 | 0.041 |
| nand2b_1 | 12 | 0.0059 |
| edfxtp_1 | 14 | 0.033 |
| dfrtp_1 | 142 | 0.28 |
| nor3_1 | 25 | 0.0098 |
| nand2_1 | 74 | 0.022 |
| nand4_1 | 19 | 0.0093 |
| o21ai_0 | 59 | 0.023 |
| nand3_1 | 31 | 0.012 |
| inv_1 | 139 | 0.041 |
| ha_1 | 128 | 0.13 |
[sequential cells by signal (all words and copies together), names as in the netlist, 2 cells and up]
signal / cells
dist_buffer: 24
uart_rx_inst.bit_index: 4
avg_distance: 6
uart_rx_inst.baud_counter: 16
uart_tx_inst.baud_rate_counter: 16
usensor.echo_counter: 22
usensor.distance_cm: 6
uart_rx_inst.data_out: 8
uart_tx_inst.data_buffer: 6
dist_index: 2
uart_tx_inst.state: 2
usensor.counter: 20
uart_tx_inst.bit_index: 3
filtered_distance: 6
uart_rx_inst.data_buffer: 8
usensor.state: 3
[logic make-up (layout without fill, tap and decap cells)]
family                   Yosys count  in the layout  synth area share
flip-flops                       161            161            0.3203
multiplexers                      59             59           0.05494
XOR/XNOR                          53             53           0.03692
adder cells (fa/ha/maj)          252            252            0.3196
AND-OR/OR-AND                    167            167           0.08049
other                              1              8         0.0002935
AND/OR/NAND/NOR                  319            321            0.1318
buffers and inverters            175            533           0.05562
[worst paths after layout]
kind | end | slack [ns] | depth (start not counted)
max | usensor.distance_cm[5] | -3.17 | 17
min | usensor.echo_counter[20] | 0.23 | 1
max reg2reg | usensor.distance_cm[5] | -3.17 | 17
min reg2reg | usensor.echo_counter[20] | 0.23 | 1
max in group asynchronous | usensor.transmit_ready | 0.60 | 2
min in group clk0 | uart_rx_inst.rx_sync_0 | 0.26 | 1
[through the flow]
step           utilization  worst slack, ns
2_1_floorplan            -           -2.938
3_3_place_gp        0.5094           -3.080
3_5_place_dp        0.5094           -3.138
4_1_cts             0.5640           -3.094
5_1_grt             0.5866           -3.347
6_report            0.5866           -3.169
[power by group]
part	total, mW	internal (mW)	switching, mW	leakage, nW
sequential	6.88	6.02	0.864	2.03
combinational	28.0	14.2	13.8	6.70
clock	5.40	3.05	2.36	0.314
[metal layers]
layer,vias up,GRT usage,share of wire
met1,4764,0.2968,0.49
li1,4781,-,-
met5,-,0,0
met4,0,0.02735,0.014
met3,23,0.03552,0.032
met2,129,0.2941,0.47
[timing repair]
item,CTS,global route
pin swaps,75,100
setup buffers,54,38
cloned,5,0
hold buffers,0,0
hold endpoints to repair,0,0
resized,173,139
setup endpoints to repair,162,170
[area by class of cell]
type                       instances  area share
multi-input combinational        860      0.5138
sequential                       161      0.2234
timing repair buffer             362      0.1719
inverter                         139     0.02921
tap                              402     0.02724
clock buffer                      18     0.02440
clock inverter                    14     0.01010
Power figures rest on the tool's default switching activity, not on a simulated workload.
